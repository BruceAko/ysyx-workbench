==> /design/flow/config.mk <==
export PLATFORM = sky130hd
export DESIGN_NAME = alu
export DESIGN_NICKNAME = alu
export VERILOG_FILES = /design/flow/design.v
export SDC_FILE = /design/flow/constraint.sdc
export NUM_CORES = 4
export LEC_CHECK = 1
export CORE_AREA = 10 10 70 70
export DIE_AREA = 0 0 80 80
export SYNTH_HDL_FRONTEND = slang
==> /design/flow/constraint.sdc <==
current_design alu

set clk_period 2.9
set clk_io_pct 0.2

create_clock -name clk0 -period $clk_period

set non_clock_inputs [all_inputs -no_clocks]
set_input_delay [expr $clk_period * $clk_io_pct] -clock clk0 $non_clock_inputs
set_output_delay [expr $clk_period * $clk_io_pct] -clock clk0 [all_outputs]
==> /design/flow/design.v <==
module alu(
        input [2:0] func,
        input [3:0] a,
        input [3:0] b,
        output reg carry,
        output reg zero,
        output reg overflow,
        output reg [3:0] res
    );
    wire [3:0] xorb;
    always @ (*) begin
        case (func)
            3'b000: begin  
                {carry,res} = a + b;
                overflow = (a[3] == b[3]) && (res[3] != a[3]);
            end
            3'b001: begin  
                {carry,res} = a + xorb + 4'b1;
                overflow = (a[3] == xorb[3]) && (res[3] != a[3]);  
            end
            3'b010: begin  
                res = ~a;
                carry = 0;
                overflow = 0;
            end
            3'b011: begin   
                res = a & b;
                carry = 0;
                overflow = 0;
            end
            3'b100: begin  
                res = a | b;
                carry = 0;
                overflow = 0;
            end
            3'b101: begin  
                res = a ^ b;
                carry = 0;
                overflow = 0;
            end
            3'b110: begin  
                {carry,res} = a + xorb + 4'b1;
                overflow = (a[3] == xorb[3]) && (res[3] != a[3]);
                res = {3'b000,res[3] ^ overflow};
            end
            3'b111: begin  
                {carry,res} = a + xorb + 4'b1;
                overflow = (a[3] == xorb[3]) && (res[3] != a[3]);
                res = {3'b000,~(| res)};
            end
        endcase
    end
    assign zero = ~(| res);
    assign xorb = b ^ 4'b1111;
endmodule  
==> /design/flow/run.sh <==
#!/bin/bash
# OpenROAD 26Q1-2900-gdf79404cd8, Yosys 0.63+post, stock flow scripts
make -C /OpenROAD-flow-scripts/flow DESIGN_CONFIG=/design/flow/config.mk WORK_HOME=/design/flow/orfs finish
==> GITHUB_STEP_SUMMARY <==
## Synthesis and layout report

| Metric | Value |
|---|---|
| Crit share post-route | `0.970` |
| Std cell rows | `21` |
| CP Capture Type | `output port` |
| Crit start category | `primary input` |
| Hold path depth | `5` |
| Max Cap Violations | `0` |
| Max Slew Vio Count | `0` |
| Final hold violation count | `0` |
| Area delta synth->final | `74.6%` |
| GRT overflow | `0` |
| Slew headroom | `0.809` |
| Top cells, area | `ha_1 (23%), nor2_1 (6.8%), inv_1 (6.4%)` |
| Initial DRC count | `34` |
| Post-layout total power | `0.261 mW` |
| I/O pins | `18` |
| Pin count of the biggest net entering global routing | `10` |
| Post-route DRC | `0` |
| Sequential cells | `0` |
| Final min period | `2.81 ns` |
| CP arrival | `2.23 ns` |
| Fin cells | `210` |
| YS chip area | `822 um^2` |
| Cells after Synth | `109` |
| Share of cells above drive strength 1 | `0.482` |
| First-pass DRT Iterations | `4` |
| WL per Instance | `11.1 um` |
| Fp util | `0.241` |
| Ys Warns | `0` |
| Most common library cells after synthesis | `ha_1 (15), nor2_1 (15), inv_1 (14), a21oi_1 (9), o211ai_1 (5)` |
| Area leader share | `0.228` |
| Total wire length | `2330 um` |
| Setup violators final | `0` |
| Sequential Area | `0 um^2` |
| Vias per cell | `4.33` |
| Unrepaired setup endpoints after global routing | `true` |
| HP Class | `primary input to output port` |
| Post-synthesis mux area share | `0.0122` |
| FMAX | `355 MHz` |
| Die ar. | `0.00640 mm^2` |
| Vias in the first global route | `895` |
| Lkg Pwr | `0.688 nW` |
| CP max FO | `2` |
| Routability Congestion | `0.836` |
| Register area share after synthesis | `0` |
| Worst path required time | `2.32 ns` |
| GR Util All Layers | `0.0748` |
| Largest logic family | `adder cells` |
| Die Wd | `80 um` |
| Core Util, Final | `0.420` |
| Pwr/cell area | `182 mW/mm^2` |
| Initial antenna violation count | `0` |
| Detail Route Antenna Nets | `0` |
| Crit Path Class | `primary input to output port` |
| Outcome | `complete, no violations` |
| Slew @ Worst Pin | `0.285 ns` |
| Post-Synthesis Cell Area | `822 um^2` |
| Port Buffer Count | `18` |
| Stage-log warning count | `44` |
| Adder Share, Synth | `0.277` |
| Clkbuf count | `0` |
| Yosys cell count | `109` |
| Yosys xor share | `0.0639` |
| Leading area contributor after synthesis | `ha_1` |
| Detailed-route via count | `909` |
| First-pass GRT wire length | `4110 um` |
| DP HPWL | `1880 um` |
| Dpl cells | `199` |
| Max VDD drop | `0.0685 mV` |
| Cell Type Count | `37` |
| Die Ht | `80 um` |
| Core Region | `0.00342 mm^2` |
| Hold path start | `a[3]` |
| Antenna cells | `0` |
| Aoi share | `0.268` |
| Simple Share, Synth | `0.268` |
| Worst Hold End | `overflow` |
| Synth Area per Inst | `7.54 um^2` |
==> logic make-up (layout without fill, tap and decap cells) <==
family	Yosys count	in the layout
adders and majority gates	17	17
AOI/OAI and AO/OA	30	30
muxes	1	1
xor gates and xnor gates	6	6
buffers and inverters	18	73
and+or+nand+nor	37	37
==> layer usage <==
metal,share of wire,vias to the layer above,wire (um),global-route usage
met4,0,0,0,0
met2,0.47,10,1090,0.125
met3,0.028,0,66,0.00455
met1,0.50,412,1170,0.108
met5,0,-,0,0
li1,-,487,-,-
==> area by class of cell <==
cell class	instances	area (um^2)
Fill cell	330	1980
Multi-Input combinational cell	91	867
Timing Repair Buffer	59	455
Tap cell	46	57.6
Inverter	14	55.1
==> power breakdown <==
part / internal (mW) / leakage [nW] / switching, mW
Clock: 0 / 0 / 0
Sequential: 0 / 0 / 0
Combinational: 0.146 / 0.688 / 0.115
Total: 0.146 / 0.688 / 0.115
==> worst max path at each step <==
stage         startpoint  endpoint  slack [ns]  cells after the start
global route        a[1]      zero       -0.01                     12
finish              a[0]      zero        0.09                     11
CTS                 a[0]      zero       -0.02                     14
==> placed cells by master, fill, tap and decap left out, drive strengths merged, types with 2 or more instances in the layout <==
master and count:
a31oi 2, o21a 2, nand2 4, clkbuf 2, xnor2 4, a21oi 9, o211ai 5, inv 14
fa 2, buf 47, and2b 2, o21ai 5, nor2b 3, ha 15, nand2b 4, nor3 3
xor2 2, nor2 15, dlygate4sd2 6, dlymetal6s2s 2
==> worst max-delay path, cell delays in order <==
cell and delay, ns:
buf_6 0.10, inv_4 0.05, ha_4 0.13, inv_2 0.03, fa_2 0.55, nor2_4 0.04, nand4_1 0.09, o211ai_1 0.09
a31oi_1 0.26, o221a_1 0.22, buf_2 0.09
==> repair_timing <==
item | 4_1_cts | 5_1_grt
pin swaps | 22 | 13
buffers inserted | 13 | 0
gates resized | 56 | 16
hold buffers | 0 | 0
endpoints found under the hold margin | 0 | 0
endpoints found under the setup margin | 7 | 5
==> stage by stage <==
step	hold WS (ns)	instance area, um^2	setup TNS (ns)	setup slack (ns)
finish	1.74	1440	0	0.0870
floorplan	1.37	822	0	0.232
detailed placement	2.40	1250	-4.11	-0.778
CTS	1.93	1420	-0.0178	-0.0178
global route	1.79	1440	-0.0137	-0.0137
global placement	2.38	1250	-4.09	-0.769
Power is estimated from default activity; no workload was simulated.
