[./config.mk]
export PLATFORM = sky130hd
export DESIGN_NAME = LSFR
export DESIGN_NICKNAME = LSFR
export VERILOG_FILES = /design/flow/design.v
export SDC_FILE = /design/flow/constraint.sdc
export NUM_CORES = 4
export LEC_CHECK = 1
export CORE_AREA = 10 10 102 102
export DIE_AREA = 0 0 112 112
export SYNTH_HDL_FRONTEND = slang
[./constraint.sdc]
current_design LSFR

set clk_period 2.9
set clk_io_pct 0.2

create_clock -name clk0 -period $clk_period [get_ports {clock}]

set non_clock_inputs [all_inputs -no_clocks]
set_input_delay [expr $clk_period * $clk_io_pct] -clock clk0 $non_clock_inputs
set_output_delay [expr $clk_period * $clk_io_pct] -clock clk0 [all_outputs]
[./design.v]
module bcd7seg(	 
  input        io_en,	 
  input  [3:0] io_b,	 
  output [6:0] io_h	 
);
  wire [15:0][6:0] _GEN =
    '{7'h38,
      7'h30,
      7'h42,
      7'h31,
      7'h60,
      7'h8,
      7'h4,
      7'h0,
      7'hF,
      7'h20,
      7'h24,
      7'h4C,
      7'h6,
      7'h12,
      7'h4F,
      7'h1};	 
  assign io_h = io_en ? _GEN[io_b] : 7'h0;	 
endmodule
module LSFR(	 
  input        clock,	 
               reset,	 
               io_start,	 
  input  [7:0] io_seed,	 
  output [7:0] io_out,	 
  output [6:0] io_seg1_out,	 
               io_seg2_out	 
);
  reg [7:0] cnt;	 
  reg       start_reg;	 
  always @(posedge clock) begin	 
    if (reset) begin	 
      cnt <= 8'h0;	 
      start_reg <= 1'h0;	 
    end
    else begin	 
      if (io_start & ~start_reg)	 
        cnt <= io_seed;	 
      else if (start_reg)	 
        cnt <= {cnt[4] ^ cnt[3] ^ cnt[2] ^ cnt[0], cnt[7:1]};	 
      start_reg <= io_start;	 
    end
  end  
  bcd7seg seg1 (	 
    .io_en (io_start),
    .io_b  (cnt[7:4]),	 
    .io_h  (io_seg1_out)
  );
  bcd7seg seg2 (	 
    .io_en (io_start),
    .io_b  (cnt[3:0]),	 
    .io_h  (io_seg2_out)
  );
  assign io_out = cnt;	 
endmodule
[./run.sh]
#!/bin/bash
# OpenROAD 26Q1-2900-gdf79404cd8, Yosys 0.63+post, stock flow scripts
make -C /OpenROAD-flow-scripts/flow DESIGN_CONFIG=/design/flow/config.mk WORK_HOME=/design/flow/orfs finish
==> results.py <==
# Flow results
metrics = {
    "status": {
        "outcome": "completed",
    },
    "layout": {
        "fillers": 865,
        "syn_to_final_growth_pct": 36.8,
        "drive_above_1_share_pct": 12.8,
        "final-comb-area_sq_um": 813,
        "seq_area_sq_um": 460,
    },
    "clock_network": {
        "htreeDepth": 1,
        "post-cts-setup-buffers": 0,
        "clk-insertion-delay-late_ps": 260,
        "postCtsHoldBufs": 0,
        "cts.path.max_buffers": 2,
        "tritoncts": "done",
        "cts_repair_resize_count": 0,
        "root_buffer": "clkbuf_8",
        "clkTransAtPathRegs_ps": 80,
        "cts_buffers": 3,
        "cts.sinks": 23,
    },
    "critical_path": {
        "path_delay_family": "buffers and inverters",
        "cpPeakStageDelay_ps": 560,
        "worstSetupStartpointType": "input pin",
        "cp-end-kind": "output pin",
        "cpMaxStageDelayCell": "clkdlybuf4s50_1",
        "cp.required_ps": 2320,
        "regToRegSetupSlack_ps": 890,
        "cp_max_fo": 20,
        "crit-reg2reg-launch": "io_out[4]",
        "worstSetupPathDepth": 4,
        "crit_buf_inv": 3,
        "cp_cell_sequence": "clkdlybuf4s50_1 -> buf_4 -> and2_1 -> clkdlybuf4s50_1",
        "reg2reg_depth": 7,
        "crit_path_frequent_cell": "clkdlybuf4s50_1",
        "path_class": "input pin to output pin",
        "critPathArrivalTime_ps": 2040,
    },
    "detailed_routing": {
        "drt-initial-drc-count": 99,
        "diodes": 0,
        "num_vias": 1071,
        "routedWlPerCell_um": 11.8,
        "dr.pass1.iters": 4,
        "drc": 0,
        "via_per_inst": 3.76,
        "ant_nets": 0,
        "wirelength_um": 3370,
    },
    "flow_run": {
        "max-cap-violations": 0,
        "warning_count": 35,
    },
    "synthesis": {
        "netlist_area_sq_um": 1370,
        "ys_chip_area_sq_um": 1370,
        "ys_sh_xor_pct": 2.55,
        "largest_area_cell": "dfxtp_1",
        "synthMuxAreaShare_pct": 14.6,
        "ys_seq_elements": 23,
        "top_cells_by_count": "dfxtp_1, and2_1, ha_1, inv_1, mux2i_1",
        "synth_cell_types": 38,
        "edf_count": 0,
        "synthTopLogicFamily": "AND-OR/OR-AND gates",
        "avgSynthCellArea_sq_um": 9.52,
        "syn_inst": 144,
        "simple_gate_share_pct": 14.2,
        "synth.top_cell.area_share_pct": 33.6,
        "postSynthSeqShare_pct": 33.6,
        "top_cell": "dfxtp_1",
        "synthAoiAreaFrac_pct": 17.0,
        "adder_share_pct": 10.9,
        "synth_top_flop_cell": "dfxtp_1",
        "ys_cells": 144,
        "yosysWarnings": 0,
        "synthArstFlopShare_pct": 0,
        "synthTopCellsByArea": "dfxtp_1, ha_1, mux2i_1",
    },
    "final_timing": {
        "min_period_ps": 2620,
        "slew_headroom_pct": 67.8,
        "setup_tns_ps": 0,
        "max_freq_ghz": 0.381,
        "setup_violations": 0,
        "fin_skew_ps": 1.19,
        "timing.final.hold_violations": 0,
        "worstMarginPinSlew_ps": 482,
        "finalCritPeriodShare_pct": 90.4,
        "drv_slew": 0,
        "grt_setup_unrepaired": "no",
    },
    "die": {
        "initCoreUtil_pct": 16.7,
        "rows": 33,
        "core-area_sq_um": 8220,
        "die-area_sq_um": 12500,
        "chipHeight_um": 112,
        "fp.dieW_um": 112,
        "ios": 33,
    },
    "pwr": {
        "pwr-share-clk_pct": 24.7,
        "swShare_pct": 26.5,
        "combPwrFrac_pct": 28.6,
        "peakVddDrop_v": 0.000151,
        "powerDensity_nw_per_um2": 414,
        "p_seq_share_pct": 46.7,
        "intPower_uw": 571,
        "total_power_uw": 777,
        "power_switching_uw": 206,
        "leakagePower_uw": 0.000746,
    },
    "global_route": {
        "grt_max_degree": 21,
        "met3_usage_pct": 0.923,
        "grt-busiest-layer": "met1",
        "grt_pass1_wl_um": 5590,
        "antenna_found_initial": 0,
        "track_usage_pct": 5.21,
        "grt_pass1_vias": 1055,
        "met1_usage_pct": 8.65,
        "met2_usage_pct": 6.64,
        "grt_overflow_total": 0,
    },
    "min_path": {
        "min_to": "io_out[1]",
        "min_from": "start_reg",
        "min_path_cells": 2,
        "hold_class": "register to register",
    },
    "placement": {
        "portBuffers": 32,
        "hpwl_um": 2700,
        "place.gp.congestion": 0.877,
    },
}
-- per-stage QoR --
| step | utilization (%) | worst slack [ps] | hold slack [ps] | instance area (sq um) | std cells |
|---|---|---|---|---|---|
| after CTS | 22.8 | 249 | 669 | 1880 | 285 |
| after floorplan | - | 501 | 516 | 1370 | 144 |
| after global placement | 22.3 | 114 | 641 | 1830 | 281 |
| after global routing | 22.8 | 154 | 746 | 1880 | 285 |
| after detailed placement | 22.3 | 68.7 | 633 | 1830 | 281 |
| final | 22.8 | 278 | 658 | 1880 | 285 |
-- power groups by stage --
stage / Sequential (uW) / Combinational, uW / Clock (uW)
after CTS: 363 / 226 / 205
after global routing: 367 / 249 / 220
final: 363 / 222 / 192
-- cell usage in the layout, fill, tap and decap left out, types with 2 or more instances in the layout --
| cell type | count |
|---|---|
| clkdlybuf4s50_1 | 32 |
| clkbuf_8 | 3 |
| mux2i_1 | 11 |
| a21oi_1 | 3 |
| ha_1 | 12 |
| dfxtp_1 | 23 |
| buf_4 | 8 |
| nor2b_1 | 3 |
| o22ai_1 | 2 |
| nand2_1 | 7 |
| a221oi_1 | 2 |
| mux2_2 | 6 |
| xnor2_1 | 4 |
| inv_1 | 12 |
| o32ai_1 | 2 |
| a211oi_1 | 3 |
| and2_1 | 14 |
| nor2_1 | 10 |
| o21ai_0 | 4 |
-- final cells by class --
class / count / area share, %
Clock buffer: 4 / 2.40
Inverter: 12 / 2.40
Multi-Input combinational cell: 101 / 43.4
Sequential cell: 23 / 24.5
Tap cell: 105 / 7.00
Timing Repair Buffer: 40 / 20.3
-- worst register-to-register path, stage by stage, from the launching register on --
cell	delay [ps]
dfxtp_1	400
mux2_2	180
mux2i_1	80
nor2_1	260
inv_1	150
ha_1	250
or3_2	470
o221a_1	120
-- cell families after synthesis --
logic type | after synthesis
multiplexers | 18
flip-flops | 23
XOR/XNOR | 4
adder cells (fa/ha/maj) | 12
buffers and inverters | 20
AND-OR/OR-AND | 29
AND/OR/NAND/NOR | 38
-- how the worst max path moves through the flow --
stage / from / to / slack (ps)
after CTS: io_start / io_seg2_out[5] / 250
after global routing: io_start / io_seg1_out[5] / 150
final: io_start / io_seg2_out[5] / 280
-- per-layer routing --
| layer | vias to the layer above | part of all wire [%] | wire (um) |
|---|---|---|---|
| li1 | 570 | - | - |
| met2 | 24 | 37 | 1260 |
| met4 | 0 | 1.6 | 54 |
| met1 | 475 | 58 | 1940 |
| met5 | - | 0 | 0 |
| met3 | 2 | 3.6 | 121 |
Power is estimated from default activity; no workload was simulated.
